[run.sh]
#!/bin/bash
# OpenROAD 26Q1-2900-gdf79404cd8, Yosys 0.63+post, stock flow scripts
make -C /OpenROAD-flow-scripts/flow DESIGN_CONFIG=/design/flow/config.mk WORK_HOME=/design/flow/orfs finish
[config.mk]
export PLATFORM = sky130hd
export DESIGN_NAME = register_file
export DESIGN_NICKNAME = register_file
export VERILOG_FILES = /design/flow/design.v
export SDC_FILE = /design/flow/constraint.sdc
export NUM_CORES = 4
export LEC_CHECK = 1
export CORE_UTILIZATION = 40
[constraint.sdc]
current_design register_file

set clk_period 3.3
set clk_io_pct 0.2

create_clock -name clk0 -period $clk_period [get_ports {clk}]

set non_clock_inputs [all_inputs -no_clocks]
set_input_delay [expr $clk_period * $clk_io_pct] -clock clk0 $non_clock_inputs
set_output_delay [expr $clk_period * $clk_io_pct] -clock clk0 [all_outputs]
[design.v]
`timescale 1ns / 1ps
module register_file(
 input    clk,
 input    reg_write_en,
 input  [2:0] reg_write_dest,
 input  [15:0] reg_write_data,
 input  [2:0] reg_read_addr_1,
 output  [15:0] reg_read_data_1,
 input  [2:0] reg_read_addr_2,
 output  [15:0] reg_read_data_2
);
 reg [15:0] reg_array [7:0];
 integer i;
 initial begin
  for(i=0;i<8;i=i+1)
   reg_array[i] <= 16'd0;
 end
 always @ (posedge clk ) begin
   if(reg_write_en) begin
    reg_array[reg_write_dest] <= reg_write_data;
   end
 end
 assign reg_read_data_1 = reg_array[reg_read_addr_1];
 assign reg_read_data_2 = reg_array[reg_read_addr_2];
endmodule
==> qor.yml <==
outcome:
  status: "complete, no violations"
cts:
  cts_tree: "built"
  path_clk_slew_ps: 50
  cts_made_buffers: 17
  cts_buffer_depth: 2
  cts_hold_buf: 0
  htree_num_levels: 4
  cts_resized: 0
  clock_sinks: 128
  root_buffer: "clkbuf_16"
  postCtsSetupRepairBufs: 0
synth:
  syn_area_per_cell_um2: 23.7
  mappedNetlistArea_um2: 6040
  synthDistinctLibCells: 12
  synth-seq-cells: 128
  yosys_warnings: 1
  yosys_area_um2: 6040
  ys_seq_share_pct: 63.6
  syn_inst: 255
  yosysCellCount: 255
layout:
  regMostFlops: "reg_array"
  final_common_cell: "edfxtp_1"
  layout-drive-gt1-share_pct: 24.4
  layout_top_cells: "edfxtp_1, mux4_1, clkdlybuf4s50_1"
  top_regs: "reg_array x128"
  n_fill_cell: 1144
  largest_reg_flops: 128
  finalInstanceArea_um2: 7440
  area_growth_pct: 23.1
worst_setup_path:
  cp.arrival_ps: 2470
  cpMostUsedCell: "clkdlybuf4s50_1"
  path_class: "primary input to primary output"
  cpMaxStageDelayCell: "clkdlybuf4s50_1"
  path_max_fanout: 32
  required_ps: 2640
  crit_path_end_kind: "primary output"
  path_cells: "clkdlybuf4s50_1 -> buf_12 -> mux4_2 -> mux2_2 -> clkdlybuf4s50_1"
  critPathMaxStageDelay_ps: 500
  worstSetupStartpointType: "primary input"
hold_path:
  hold_class: "primary input to register"
  min_path_cells: 1
sta:
  worstMarginPinSlew_ps: 612
  final.setup.tns_ps: 0
  period_minus_slack_ps: 3130
  min_period_over_period_pct: 94.7
  grt_setup_unrepaired: "no"
  finalMaxSlewViolations: 0
  setup_violations: 0
  hold_viol_final: 0
  max_freq_mhz: 320
  slew-limit-headroom_pct: 58.9
routing:
  wirelength_um: 11900
  met1Wirelength_um: 4360
  viasPerCell: 5.72
  wl_per_cell_um: 22.7
  drtPass1Iterations: 20
  drt-initial-drc-count: 104
  drc: 0
  wl_met3_um: 1550
  wl_met2_um: 5910
  highest_layer: "met5"
  n_antenna_cell: 0
  vias: 2996
  drt.antenna.violating_nets: 0
placement:
  io_buffers: 58
  placed_area_um2: 6930
  gp_congestion: 0.748
  dp_hpwl_um: 6740
job:
  warnings: 25
  maxCapViolCount: 0
grt:
  track_usage_pct: 17.8
  grt.overflow.total: 0
  grt_start_max_net_pins: 33
  antenna_found_initial: 1
  grt_pass1_wl_um: 18100
  grt_pass1_vias: 3342
pwr:
  fin_total_pwr_mw: 3.82
  p_leak_nw: 2.54
  power.density_nw_per_um2: 513
  peakVddDrop_mv: 0.280
floorplan:
  pin_count: 59
  fp.dieW_um: 125
  die-area_um2: 15600
  row_count: 44
  core_um2: 14600
  initial_core_util_pct: 41.3
  die_h_um: 125
==> through the flow <==
step	cells	util [%]	setup slack, ps	hold slack, ps
floorplan	255	-	917	759
global placement	495	47.3	174	1390
detailed placement	495	47.3	175	1400
CTS	524	50.8	162	972
global route	524	50.8	105	1010
finish	524	50.8	175	983
==> routing by layer <==
layer	up-vias	GRT usage, %
met3	8	12.9
met4	2	1.72
met2	166	26.8
met5	-	0
met1	1495	23.1
li1	1325	-
==> cells in the mapped netlist, drive strengths merged <==
library cell | instances | area share (%)
edfxtp | 128 | 64
mux4 | 64 | 27
mux2 | 32 | 6.0
buf | 14 | 1.9
nor2 | 6 | 0.37
clkbuf | 4 | 0.29
nand2b | 3 | 0.31
nand2 | 2 | 0.12
nor3 | 2 | 0.17
==> final timing paths <==
check                                 to                from  slack (ps)
worst max-delay path  reg_read_data_1[7]  reg_read_addr_1[2]         170
worst min-delay path    reg_array[2][11]  reg_write_data[11]         980
==> power breakdown <==
part	switching, mW	internal (mW)
registers	0.0172	1.85
clock network	0.583	0.998
logic	0.136	0.236
total	0.736	3.08
==> worst max-delay path, delay by kind of cell <==
family                 cells  cell delay [ps]
buffers and inverters      3             1150
multiplexers               2              640
==> logic make-up after synthesis <==
kind of cell / count (synthesis) / share of synthesized area, %
buffers and inverters: 18 / 2.15
flip-flops: 128 / 63.6
multiplexers: 96 / 33.3
AND/OR/NAND/NOR: 13 / 0.973
==> layout make-up <==
type	count	area, um2	area share (%)
Multi-Input combinational cell	109	2080	28.0
Timing Repair Buffer	74	778	10.5
Clock buffer	18	429	5.77
Tap cell	184	230	3.10
Sequential cell	128	3840	51.7
Clock inverter	11	76.3	1.03
Power is estimated from default activity; no workload was simulated.
