==> design/flow/design.v <==
`timescale 1ns / 1ps
module Control_Unit(
      input[3:0] opcode,
      output reg[1:0] alu_op,
      output reg jump,beq,bne,mem_read,mem_write,alu_src,reg_dst,mem_to_reg,reg_write    
    );
always @(*)
begin
 case(opcode) 
 4'b0000:   
   begin
    reg_dst = 1'b0;
    alu_src = 1'b1;
    mem_to_reg = 1'b1;
    reg_write = 1'b1;
    mem_read = 1'b1;
    mem_write = 1'b0;
    beq = 1'b0;
    bne = 1'b0;
    alu_op = 2'b10;
    jump = 1'b0;   
   end
 4'b0001:   
   begin
    reg_dst = 1'b0;
    alu_src = 1'b1;
    mem_to_reg = 1'b0;
    reg_write = 1'b0;
    mem_read = 1'b0;
    mem_write = 1'b1;
    beq = 1'b0;
    bne = 1'b0;
    alu_op = 2'b10;
    jump = 1'b0;   
   end
 4'b0010:   
   begin
    reg_dst = 1'b1;
    alu_src = 1'b0;
    mem_to_reg = 1'b0;
    reg_write = 1'b1;
    mem_read = 1'b0;
    mem_write = 1'b0;
    beq = 1'b0;
    bne = 1'b0;
    alu_op = 2'b00;
    jump = 1'b0;   
   end
 4'b0011:   
   begin
    reg_dst = 1'b1;
    alu_src = 1'b0;
    mem_to_reg = 1'b0;
    reg_write = 1'b1;
    mem_read = 1'b0;
    mem_write = 1'b0;
    beq = 1'b0;
    bne = 1'b0;
    alu_op = 2'b00;
    jump = 1'b0;   
   end
 4'b0100:   
   begin
    reg_dst = 1'b1;
    alu_src = 1'b0;
    mem_to_reg = 1'b0;
    reg_write = 1'b1;
    mem_read = 1'b0;
    mem_write = 1'b0;
    beq = 1'b0;
    bne = 1'b0;
    alu_op = 2'b00;
    jump = 1'b0;   
   end
 4'b0101:   
   begin
    reg_dst = 1'b1;
    alu_src = 1'b0;
    mem_to_reg = 1'b0;
    reg_write = 1'b1;
    mem_read = 1'b0;
    mem_write = 1'b0;
    beq = 1'b0;
    bne = 1'b0;
    alu_op = 2'b00;
    jump = 1'b0;   
   end
 4'b0110:   
   begin
    reg_dst = 1'b1;
    alu_src = 1'b0;
    mem_to_reg = 1'b0;
    reg_write = 1'b1;
    mem_read = 1'b0;
    mem_write = 1'b0;
    beq = 1'b0;
    bne = 1'b0;
    alu_op = 2'b00;
    jump = 1'b0;   
   end
 4'b0111:   
   begin
    reg_dst = 1'b1;
    alu_src = 1'b0;
    mem_to_reg = 1'b0;
    reg_write = 1'b1;
    mem_read = 1'b0;
    mem_write = 1'b0;
    beq = 1'b0;
    bne = 1'b0;
    alu_op = 2'b00;
    jump = 1'b0;   
   end
 4'b1000:   
   begin
    reg_dst = 1'b1;
    alu_src = 1'b0;
    mem_to_reg = 1'b0;
    reg_write = 1'b1;
    mem_read = 1'b0;
    mem_write = 1'b0;
    beq = 1'b0;
    bne = 1'b0;
    alu_op = 2'b00;
    jump = 1'b0;   
   end
 4'b1001:   
   begin
    reg_dst = 1'b1;
    alu_src = 1'b0;
    mem_to_reg = 1'b0;
    reg_write = 1'b1;
    mem_read = 1'b0;
    mem_write = 1'b0;
    beq = 1'b0;
    bne = 1'b0;
    alu_op = 2'b00;
    jump = 1'b0;   
   end
 4'b1011:   
   begin
    reg_dst = 1'b0;
    alu_src = 1'b0;
    mem_to_reg = 1'b0;
    reg_write = 1'b0;
    mem_read = 1'b0;
    mem_write = 1'b0;
    beq = 1'b1;
    bne = 1'b0;
    alu_op = 2'b01;
    jump = 1'b0;   
   end
 4'b1100:   
   begin
    reg_dst = 1'b0;
    alu_src = 1'b0;
    mem_to_reg = 1'b0;
    reg_write = 1'b0;
    mem_read = 1'b0;
    mem_write = 1'b0;
    beq = 1'b0;
    bne = 1'b1;
    alu_op = 2'b01;
    jump = 1'b0;   
   end
 4'b1101:   
   begin
    reg_dst = 1'b0;
    alu_src = 1'b0;
    mem_to_reg = 1'b0;
    reg_write = 1'b0;
    mem_read = 1'b0;
    mem_write = 1'b0;
    beq = 1'b0;
    bne = 1'b0;
    alu_op = 2'b00;
    jump = 1'b1;   
   end   
 default: begin
    reg_dst = 1'b1;
    alu_src = 1'b0;
    mem_to_reg = 1'b0;
    reg_write = 1'b1;
    mem_read = 1'b0;
    mem_write = 1'b0;
    beq = 1'b0;
    bne = 1'b0;
    alu_op = 2'b00;
    jump = 1'b0; 
   end
 endcase
 end
endmodule
==> design/flow/run.sh <==
#!/bin/bash
# OpenROAD 26Q1-2900-gdf79404cd8, Yosys 0.63+post, stock flow scripts
make -C /OpenROAD-flow-scripts/flow DESIGN_CONFIG=/design/flow/config.mk WORK_HOME=/design/flow/orfs finish
==> design/flow/config.mk <==
export PLATFORM = sky130hd
export DESIGN_NAME = Control_Unit
export DESIGN_NICKNAME = Control_Unit
export VERILOG_FILES = /design/flow/design.v
export SDC_FILE = /design/flow/constraint.sdc
export NUM_CORES = 4
export LEC_CHECK = 1
export CORE_AREA = 10 10 70 70
export DIE_AREA = 0 0 80 80
==> design/flow/constraint.sdc <==
current_design Control_Unit

set clk_period 1.3
set clk_io_pct 0.2

create_clock -name clk0 -period $clk_period

set non_clock_inputs [all_inputs -no_clocks]
set_input_delay [expr $clk_period * $clk_io_pct] -clock clk0 $non_clock_inputs
set_output_delay [expr $clk_period * $clk_io_pct] -clock clk0 [all_outputs]
==> git commit body <==
Record implementation results from latest flow run

- The flow ran to the end, and the final reports show no timing, DRC or antenna violations.
- Largest net degree at the start of global routing: 8
- Wl on met1: approximately 410 um
* Global-route wire length before repair: 1100 um
- Number of detailed-routing iterations run before antenna repair: 4
- Pre-Place Util: 0.0425
- Per the OpenROAD floorplan log, the area of the die is 0.00640 mm2.
* Number of nets with antenna violations after detailed routing: 0
* Final hold violations: 0
- Power comes to between 0.09 and 0.1 mW.
* Die width: about 80 um
- Min Clock Period, post-route: 1280 ps
- Slew at the pin closest to its max-slew limit: roughly 230 ps
- Area fraction in mux cells: 0
* Total Wirelength: roughly 700 um
- The final max-slew violation count recorded for this run is 0.
* Std-Cell Core Area: ~0.0034 mm2
- Of the total synthesized cell area, the portion taken by AND, OR, NAND and NOR gates is 0.500.
- Number of primary I/O pins: 15
* Dominant cell by count in the synthesized netlist: sky130_fd_sc_hd__buf_4
- Die H: 80 um
* Sequential cell count of the final layout: 0
- GPL Wtd Cong: between 0.7 and 0.8
* Type of origin of the critical path: input pin
* Met3 layer wire length in the routed design: roughly 120 um
* Main kind of combinational logic by area: simple AND/OR/NAND/NOR gates
- The tightest min-delay check is of the in -> out type.
* Kind of critical path: in -> out
* Uppermost routed layer: met3
- The warning tally printed by Yosys for this design is 1.
- Unrepaired setup endpoints after global routing: true
* Fraction of layout cells with a size suffix above 1: 0.595
- Overall fraction of global-route tracks in use: 0.0206
- Number of DRC violations after detailed routing: 0
- Library cells used by synthesis: 16
- Met2 WL post-DR: ~180 um
* Max transition margin: 0.844
* Std cell rows: 21
* Maximum VDD drop: roughly 110 uV
- CP endpoint kind: primary output
- The report counts max-capacitance violations totalling 0.
- Diodes inserted: 0
* Number of global-route vias before repair: between 200 and 250
- In this run, the synthesized area fraction spent on adder and majority cells is recorded as 0.
- Per the layout report, the design carries 0 clock buffers.
- After global routing the overflow that remains totals 0.
- Chip area in the Yosys report: 145 um2
- The area growth from synthesis to layout is 192%.
- Dominant cell type by area after synthesis: sky130_fd_sc_hd__buf_4
* Total of hold buffers inserted after clock tree synthesis: 0
- Yosys reports that the most numerous cell types are 3 x sky130_fd_sc_hd__buf_4, 2 x sky130_fd_sc_hd__nor3_1.
* Power density over the cells: roughly 230 mW/mm2
- After synthesis, the cell types taking the most area are sky130_fd_sc_hd__buf_4 16%, sky130_fd_sc_hd__nor4b_2 10%, sky130_fd_sc_hd__and4b_4 9.5%.
- Violation count after the first detailed-route iteration: 4
* Via density per instance: approximately 2.5
* Count of vias placed by the detailed router: 206
- Share of the synthesized area in the top cell type: 0.155
* Tightest hold margin: just under 900 ps
- Max fanout on the critical path was recorded as 7.
- Once detailed placement completed, the half-perimeter wirelength came to 612 um.
- Per-cell routed wire length: between 8 and 9 um
- Post-Syn Instances: 19
* Average size of a mapped cell: 7.64 um2
* Data arrival time of the critical path: 1020 ps
* Area used by sequential logic in the layout: 0 um2
* Tool warning count: 34
* Portion of the post-synthesis area used by sequential elements: 0
- The flow reports an fmax of around 0.8 GHz.
* Number of antenna violations at the first check in global routing: 0
- Post-synthesis instance area: between 100 and 150 um2
- Leak pwr: about 0.19 nW
- From the final report, the count of setup violators was given as 0.
- Fraction of the mapped netlist area in compound gates: 0.147
* Yosys stat cell total: 19
- Ratio of final minimum period to clock period: 0.983
* Port buffer count: 15
- Per the synthesis report, the XOR/XNOR share of the synthesized area is 0.0603.
- For the worst setup path, the data required time is between 1000 and 1500 ps.
-- timing repair --
action / 4_1_cts / 5_1_grt
pin swaps: 1 / 3
setup endpoints to repair: 11 / 3
resized: 50 / 5
buffers inserted: 1 / 0
-- worst max-delay path, stage by stage --
cell and delay, ps:
sky130_fd_sc_hd__buf_12 110, sky130_fd_sc_hd__and4b_4 330, sky130_fd_sc_hd__buf_6 100, sky130_fd_sc_hd__buf_6 80
sky130_fd_sc_hd__a21oi_2 30, sky130_fd_sc_hd__buf_2 110
-- path summary, 6_finish.rpt --
path,startpoint,endpoint,cells after the start
max,opcode[2],reg_dst,6
min,opcode[0],alu_op[0],4
-- cell usage in the layout, fill, tap and decap left out, types with 3 or more instances in the layout --
cell type                       n
sky130_fd_sc_hd__buf_4          6
sky130_fd_sc_hd__buf_6          4
sky130_fd_sc_hd__dlygate4sd2_1  8
sky130_fd_sc_hd__buf_2          3
-- cells by family after synthesis --
family	count (synthesis)
buffers and inverters	6
XOR/XNOR	1
AND/OR/NAND/NOR	9
AND-OR/OR-AND	3
-- metrics by stage --
| stage | util | setup WS (ps) | setup TNS, ps | std cells | area (um2) |
|---|---|---|---|---|---|
| 5_1_grt | 0.124 | -14.3 | -14.3 | 83 | 424 |
| 4_1_cts | 0.118 | -1.12 | -1.12 | 83 | 403 |
| 3_5_place_dp | 0.107 | -843 | -8210 | 82 | 367 |
| 2_1_floorplan | - | 213 | 0 | 19 | 145 |
| 6_report | 0.124 | 22.3 | 0 | 83 | 424 |
| 3_3_place_gp | 0.107 | -828 | -7940 | 82 | 367 |
-- routing by layer --
metal,vias up,GRT usage
met5,-,0
met4,0,0
met3,0,0.0114
met2,14,0.0241
met1,85,0.0323
li1,107,-
-- where the power goes --
part,internal [mW],switching (mW)
registers,0,0
logic,0.0586,0.0386
clock network,0,0
total,0.0586,0.0386
-- layout make-up --
| type | count | area (um2) |
|---|---|---|
| inverters | 1 | 3.75 |
| well taps | 46 | 57.6 |
| multi-input cells | 13 | 153 |
| repair buffers | 23 | 210 |
| fillers | 405 | 2990 |
Power and IR drop assume default switching activity.
