`/design/flow/design.v`:
```
`timescale 1ns / 1ps
module alu(
 input  [15:0] a,  
 input  [15:0] b,  
 input  [2:0] alu_control, 
 output reg [15:0] result,  
 output zero
    );
always @(*)
begin 
 case(alu_control)
 3'b000: result = a + b; 
 3'b001: result = a - b; 
 3'b010: result = ~a;
 3'b011: result = a<<b;
 3'b100: result = a>>b;
 3'b101: result = a & b; 
 3'b110: result = a | b; 
 3'b111: begin if (a<b) result = 16'd1;
    else result = 16'd0;
    end
 default:result = a + b; 
 endcase
end
assign zero = (result==16'd0) ? 1'b1: 1'b0;
endmodule
```
`/design/flow/run.sh`:
```
#!/bin/bash
# OpenROAD 26Q1-2900-gdf79404cd8, Yosys 0.63+post, stock flow scripts
make -C /OpenROAD-flow-scripts/flow DESIGN_CONFIG=/design/flow/config.mk WORK_HOME=/design/flow/orfs finish
```
`/design/flow/config.mk`:
```
export PLATFORM = sky130hd
export DESIGN_NAME = alu
export DESIGN_NICKNAME = alu
export VERILOG_FILES = /design/flow/design.v
export SDC_FILE = /design/flow/constraint.sdc
export NUM_CORES = 4
export LEC_CHECK = 1
export CORE_UTILIZATION = 50
```
`/design/flow/constraint.sdc`:
```
current_design alu

set clk_period 7.8
set clk_io_pct 0.2

create_clock -name clk0 -period $clk_period

set non_clock_inputs [all_inputs -no_clocks]
set_input_delay [expr $clk_period * $clk_io_pct] -clock clk0 $non_clock_inputs
set_output_delay [expr $clk_period * $clk_io_pct] -clock clk0 [all_outputs]
```
==> flow_summary_export.csv <==
group,metric,value,unit
logic_synthesis,synth_xor_xnor_area_share,2.14,%
logic_synthesis,ys_cells,554,
logic_synthesis,synthTopCellsByArea,"ha_1, mux2i_1, mux4_2",
final_timing,layout_setup_ws,0.705,ns
grt,antenna_found_initial,0,
route,met1_length,6310,µm
route,diodes,0,
final_timing,rsz0062_at_grt,"no",
pwr,switchingPower,0.000175,W
cells_and_area,register_area,0,µm²
grt,grt_overflow,0,
pwr,internal_power,0.000140,W
placed_design,place_ws,0.757,ns
logic_synthesis,synth_area,4090,µm²
clock_tree,hold_buffers,0,
grt,grt_pass1_vias,4248,
logic_synthesis,muxShareOfSynthArea,19.4,%
final_timing,max_clock_freq,141,MHz
setup_path,crit_chain,"clkdlybuf4s50_1, inv_1, ha_1, fa_1, or2_1, a22oi_1, xnor2_1, a221o_1, o32a_1, nor3_1, nor3b_2, nand3_1, nor4_2, clkdlybuf4s50_1",
route,vias,4662,
grt,grt_first_pass_wirelength,23500,µm
floorplan,fp-row-count,32,
setup_path,cp.arrival,5.54,ns
route,drt-pass1-iter-count,5,
pwr,seq_power_share,0,%
cells_and_area,n_clock_buffer,0,
floorplan,die_y,92.5,µm
setup_path,start_kind,"primary input",
floorplan,coreArea,7810,µm²
setup_path,crit_required,6.24,ns
route,wl_per_cell,21.5,µm
pwr,p_clk_share,0,%
placed_design,numPlacedInstances,684,
placed_design,io_buffer_count,52,
logic_synthesis,synth_chip_area,4090,µm²
route,first_iter_violations,559,
cells_and_area,fin_area,4610,µm²
setup_path,worstSetupEndpointType,"output port",
placed_design,placed_area,4610,µm²
logic_synthesis,ys_types,79,
route,viasPerCell,6.82,
logic_synthesis,syn_area_per_cell,7.39,µm²
job,warnings,65,
grt,track_usage,36.0,%
logic_synthesis,synth_cells,554,
final_timing,relSlewSlack,37.1,%
final_timing,period_needed,7.10,ns
logic_synthesis,top_area_cell,"ha_1",
logic_synthesis,synth_top_area_share,14.7,%
pwr,power_density,68.4,nW/µm²
final_timing,setup_viol,0,
route,drcViolationCount,0,
grt,grt_max_degree,36,
setup_path,critPathTopFamily,"buffers and inverters",
final_timing,finalMaxSlewViolations,0,
logic_synthesis,synthTopLogicFamily,"AND-OR/OR-AND gates",
cells_and_area,drive_gt1_share,7.56,%
setup_path,cpPeakStageDelay,0.58,ns
logic_synthesis,postSynthSeqShare,0,%
cells_and_area,fill_cells,738,
cells_and_area,area_growth,12.6,%
clock_tree,cts_setup_buffers,0,
pwr,p_leak,1.93,nW
setup_path,path_buffers,3,
logic_synthesis,synth.top_cells.by_count,"ha_1, inv_1, mux2i_1",
final_timing,fin_tns_setup,0,ns
logic_synthesis,ys_warn_count,1,
floorplan,die_area,8550,µm²
floorplan,die_x,92.5,µm
pwr,sw_frac_of_total,55.7,%
final_timing,whs,4.19,ns
floorplan,fp_util,52.4,%
job,maxCapViolCount,0,
setup_path,slowest_stage,"clkdlybuf4s50_1",
route,top_layer_used,"met4",
floorplan,io_pins,52,
setup_path,worstPathMaxFanout,6,
route,antenna_left,0,
route,routed_wl,14700,µm
cells_and_area,seq_cells,0,
hold_path,hold_class,"in -> out",
final_timing,period_used_share,91.0,%
route,wl_met3,1670,µm
outcome,status,"complete, no violations",
pwr,peakVddDrop,44.2,µV
final_timing,hold_viol,0,
setup_path,crit_top_cell,"clkdlybuf4s50_1",
logic_synthesis,synthSimpleGateAreaFrac,24.2,%
clock_tree,ctsResizeCount,0,
route,met2WireLength,6360,µm
placed_design,finalWeightedCongestion,1.05,
pwr,comb_power_share,100.0,%
logic_synthesis,synthAdderAreaFrac,15.7,%
cells_and_area,fin_cells,684,
logic_synthesis,ys_sh_aoi,28.7,%
placed_design,dp_hpwl,11700,µm
setup_path,crit_type,"in -> out",
final_timing,worst_pin_slew,0.934,ns
## kinds of logic after synthesis
family / Yosys count
AOI/OAI and AO/OA: 161
xor gates and xnor gates: 10
adders and majority gates: 50
buffers and inverters: 85
muxes: 62
and+or+nand+nor: 186
## final timing paths
check	cells past startpoint	from	endpoint	slack, ns
setup / recovery	14	a[0]	zero	0.70
hold / removal	5	b[1]	result[1]	4.19
## worst min-delay path, delay by kind of cell
kind / cells / cell delay (ns)
compound gates: 1 / 0.10
buf+inv: 3 / 0.72
fa+ha+maj: 1 / 0.24
## per-layer routing
| metal | track usage [%] | up-vias |
|---|---|---|
| li1 | - | 2169 |
| met1 | 54.6 | 2166 |
| met2 | 53.1 | 288 |
| met3 | 6.02 | 39 |
| met4 | 8.72 | 0 |
| met5 | 0 | - |
## power by group through the flow
stage,Combinational (W),Clock (W),Sequential (W)
4_1_cts,0.000308,0,0
6_report,0.000315,0,0
5_1_grt,0.000342,0,0
## per-stage QoR
step / power, W / utilization, %
after floorplan: 0.000202 / -
after global placement: 0.000306 / 59.0
after detailed placement: 0.000306 / 59.0
after CTS: 0.000308 / 59.0
after global routing: 0.000342 / 59.0
final: 0.000315 / 59.0
## layout make-up
class / count / area, µm² / share of cell area, %
well taps: 102 / 128 / 2.77
repair buffers: 65 / 613 / 13.3
multi-input cells: 469 / 3680 / 80.0
inverters: 48 / 180 / 3.91
## cells in the final DEF, fill, tap and decap left out, types with 5 or more instances in the layout
| cell type | count |
|---|---|
| or4_1 | 5 |
| inv_1 | 48 |
| nor2b_1 | 11 |
| nand3_1 | 15 |
| mux2i_1 | 45 |
| o21ai_0 | 26 |
| a211o_1 | 5 |
| o221ai_1 | 6 |
| ha_1 | 48 |
| or3_1 | 8 |
| o211ai_1 | 7 |
| o22a_1 | 6 |
| nor3b_1 | 5 |
| mux4_2 | 9 |
| o21a_1 | 6 |
| a22oi_1 | 8 |
| a41oi_1 | 5 |
| nand2b_1 | 6 |
| a211oi_1 | 5 |
| nor2_1 | 40 |
| buf_4 | 13 |
| a21oi_1 | 28 |
| nand2_1 | 40 |
| clkdlybuf4s50_1 | 51 |
| nand3b_1 | 5 |
| nor3_1 | 17 |
| nor4_1 | 11 |
| xnor2_1 | 8 |
Power figures rest on the tool's default switching activity, not on a simulated workload.
